===== /design/flow/run.sh =====
#!/bin/bash
# OpenROAD 26Q1-2900-gdf79404cd8, Yosys 0.63+post, stock flow scripts
make -C /OpenROAD-flow-scripts/flow DESIGN_CONFIG=/design/flow/config.mk WORK_HOME=/design/flow/orfs finish

===== /design/flow/config.mk =====
export PLATFORM = sky130hd
export DESIGN_NAME = Top
export DESIGN_NICKNAME = Top
export VERILOG_FILES = /design/flow/design.v
export SDC_FILE = /design/flow/constraint.sdc
export NUM_CORES = 4
export LEC_CHECK = 1
export CORE_UTILIZATION = 50

===== /design/flow/constraint.sdc =====
current_design Top

set clk_period 23.0
set clk_io_pct 0.2

create_clock -name clk0 -period $clk_period [get_ports {CLK}]

set non_clock_inputs [all_inputs -no_clocks]
set_input_delay [expr $clk_period * $clk_io_pct] -clock clk0 $non_clock_inputs
set_output_delay [expr $clk_period * $clk_io_pct] -clock clk0 [all_outputs]

===== /design/flow/design.v =====
`timescale 1ns / 1ps
module Top(CLK, BUTTON_U, BUTTON_L, BUTTON_R, BUTTON_D, RESET_10, RESET_205, an, sseg, dp, LED);
input CLK, BUTTON_U, BUTTON_L, BUTTON_R, BUTTON_D, RESET_10, RESET_205, LED; 
output [3:0] an;
output [6:0] sseg;
output dp;
wire[3:0] sec_out0;
wire[3:0] sec_out1;
wire[3:0] sec_out2;
wire[3:0] sec_out3;
wire two_clock;
wire one_clock;
wire one_clock_single_pulse;
wire show_clock;
wire out_buttonU;
wire out_buttonL;
wire out_buttonR;
wire out_buttonD;
wire out_buttonU_1;
wire out_buttonL_1;
wire out_buttonR_1;
wire out_buttonD_1;
wire[6:0] in0;
wire[6:0] in1, in2, in3;
twosec_clk c1(CLK, two_clock);
onesec_clk c2(CLK, one_clock);
show_clk c18(CLK, show_clock);
debounce_mod c3(show_clock, BUTTON_U, out_buttonU);
debounce_mod c4(show_clock, BUTTON_L, out_buttonL);
debounce_mod c5(show_clock, BUTTON_R, out_buttonR);
debounce_mod c6(show_clock, BUTTON_D, out_buttonD);
synch_input c7(CLK, out_buttonU, out_buttonU_1);
synch_input c8(CLK, out_buttonL, out_buttonL_1);
synch_input c9(CLK, out_buttonR, out_buttonR_1);
synch_input c10(CLK, out_buttonD, out_buttonD_1);
synch_input c20(CLK, one_clock, one_clock_single_pulse);
button_counter c11(CLK, one_clock_single_pulse, two_clock, out_buttonU_1, out_buttonL_1, out_buttonR_1, out_buttonD_1, RESET_10, RESET_205, sec_out0, sec_out1, sec_out2, sec_out3, LED);
hexto7segment c12(.x(sec_out0), .r(in0));
hexto7segment c13(.x(sec_out1), .r(in1));
hexto7segment c14(.x(sec_out2), .r(in2));
hexto7segment c15(.x(sec_out3), .r(in3));
clock_display c16(CLK, slow_clock);
display_board c17(slow_clock, in0, in1, in2, in3, an, sseg, dp);
endmodule
`timescale 1ns / 1ps
module button_counter(CLK, CLK_1sec, CLK_2sec, button_U, button_L, button_R, button_D, RESET_10, RESET_205, sec_out0, sec_out1, sec_out2, sec_out3, LED);
input CLK, CLK_1sec, CLK_2sec, button_U, button_L, button_R, button_D, RESET_10, RESET_205;
output reg LED;
output reg[3:0] sec_out0;
output reg[3:0] sec_out1;
output reg[3:0] sec_out2;
output reg[3:0] sec_out3;
reg[15:0] count;
reg[15:0] display_value;
reg[1:0] on_off;
reg[1:0] module_type;
reg[1:0] next_module;
initial 
begin
    count <= 0;
    display_value <= 0;
    on_off <= 0;
    LED <= 0;
end
always @(posedge CLK)
begin
    if(RESET_10)
    begin 
        count <= 10;
        LED <= 1;
    end
    else if(RESET_205)
    begin
        count <= 205;
        LED <= 1;
    end
    else if(count >= 9999)
    begin
        count <= 9999;
    end
    else if(button_U)
    begin
        if((count + 10) >= 9999)
        begin
            count <= 9999;
        end
        else
        begin 
            count <= count + 10;
        end
    end
    else if(button_L == 1)
    begin 
        if((count + 180) >= 9999)
        begin
            count <= 9999;
        end
        else
        begin 
            count <= count + 180;
        end
    end
    else if(button_R == 1)
    begin 
        if((count + 200) >= 9999)
        begin
            count <= 9999;
        end
        else
        begin 
            count <= count + 200;
        end
    end
    else if(button_D == 1)
    begin 
        if((count + 550) >= 9999)
        begin
            count <= 9999;
        end
        else
        begin 
            count <= count + 550;
        end
    end
    else
    begin
        count <= count; 
    end
    if(CLK_1sec)
    begin
        if((count > 0) && (RESET_10 == 0) && (RESET_205 == 0))
        begin
            count <= count - 1;
        end
        else
        begin
            count <= count;
        end
     end
end
always @(*) 
    begin
        case(module_type)   
            2'b00: next_module = 2'b01;
            2'b01: next_module = 2'b10;
            2'b10: next_module = 2'b11;
            2'b11: next_module = 2'b00;
        endcase
    end    
always @(*)
    begin    
        case (module_type)
            2'b00: 
                begin
                    if((count == 0))
                    begin
                        sec_out0 <= 0;
                        sec_out1 <= 0;
                        sec_out2 <= 0;
                        sec_out3 <= 0;    
                    end
                    else if(count < 200)
                    begin
                        sec_out0 = (count % 10);
                        sec_out1 = ((count / 10) % 10);
                        sec_out2 = ((count / 100) % 10);
                        sec_out3 = ((count / 1000) % 10);
                    end  
                    else
                    begin
                        sec_out0 = (count % 10);
                        sec_out1 = ((count / 10) % 10);
                        sec_out2 = ((count / 100) % 10);
                        sec_out3 = ((count / 1000) % 10);
                    end    
                end
            2'b01:
                begin
                    if((count == 0))
                    begin
                        sec_out0 <= 4'b1111;
                        sec_out1 <= 4'b1111;
                        sec_out2 <= 4'b1111;
                        sec_out3 <= 4'b1111;    
                    end
                    else if(count < 200)
                    begin
                        sec_out0 = (count % 10);
                        sec_out1 = ((count / 10) % 10);
                        sec_out2 = ((count / 100) % 10);
                        sec_out3 = ((count / 1000) % 10);
                    end  
                    else
                    begin
                        sec_out0 = (count % 10);
                        sec_out1 = ((count / 10) % 10);
                        sec_out2 = ((count / 100) % 10);
                        sec_out3 = ((count / 1000) % 10);
                    end                       
                end
            2'b10:
                begin 
                    if(count == 0)
                    begin
                        sec_out0 <= 0;
                        sec_out1 <= 0;
                        sec_out2 <= 0;
                        sec_out3 <= 0;    
                    end
                    else if(count < 200)
                    begin
                        sec_out0 <= 4'b1111;
                        sec_out1 <= 4'b1111;
                        sec_out2 <= 4'b1111;
                        sec_out3 <= 4'b1111; 
                    end  
                    else
                    begin
                        sec_out0 = (count % 10);
                        sec_out1 = ((count / 10) % 10);
                        sec_out2 = ((count / 100) % 10);
                        sec_out3 = ((count / 1000) % 10);
                    end
                end
        2'b11:
            begin
                    if(count == 0)
                    begin
                        sec_out0 <= 4'b1111;
                        sec_out1 <= 4'b1111;
                        sec_out2 <= 4'b1111;
                        sec_out3 <= 4'b1111;    
                    end
                    else if(count < 200)
                    begin
                        sec_out0 <= 4'b1111;
                        sec_out1 <= 4'b1111;
                        sec_out2 <= 4'b1111;
                        sec_out3 <= 4'b1111; 
                    end  
                    else
                    begin
                        sec_out0 = (count % 10);
                        sec_out1 = ((count / 10) % 10);
                        sec_out2 = ((count / 100) % 10);
                        sec_out3 = ((count / 1000) % 10);
                    end
            end 
        default: 
            begin
                sec_out0 <= 0;
                sec_out1 <= 0;
                sec_out2 <= 0;
                sec_out3 <= 0;
            end
    endcase
end
always @(posedge CLK_2sec) 
    begin
        module_type <= next_module;
    end
endmodule
`timescale 1ns / 1ps
module clock_display(
    input CLK,
    output clk_out
);
    reg[15:0] COUNT = 0;
    assign clk_out = COUNT[15];
    always @(posedge CLK) begin
        COUNT = COUNT + 1;
    end
endmodule
`timescale 1ns / 1ps
module debounce_mod(
                    input clk, 
                    input PB,
                    output reg PB_state
                    );
 reg [15:0] sync_counter;
 reg first_sync;
 always @(posedge clk) first_sync <= PB;
 reg second_sync;
 always @(posedge clk) PB_state <=first_sync;
endmodule
`timescale 1ns / 1ps
module display_board(input clk,
    input [6:0] in0,
    input [6:0] in1,
    input [6:0] in2,
    input [6:0] in3,
    output reg[3:0] an,
    output reg[6:0] sseg,
    output reg dp
);
    reg[1:0] state = 0;
    reg[1:0] next_state;
    always @(*) begin
        case(state)
            2'b00: next_state = 2'b01;
            2'b01: next_state = 2'b10;
            2'b10: next_state = 2'b11;
            2'b11: next_state = 2'b00;
        endcase
    end
    always @(*) begin
        case(state)
            2'b00: begin sseg = in0; dp = 1; end
            2'b01: begin sseg = in1; dp = 1; end
            2'b10: begin sseg = in2; dp = 1; end
            2'b11: begin sseg = in3; dp = 1; end
        endcase
    end
    always @(*) begin
        case(state)
            2'b00: an = 4'b1110;
            2'b01: an = 4'b1101;
            2'b10: an = 4'b1011;
            2'b11: an = 4'b0111;
        endcase
    end
    always @(posedge clk) begin
        state <= next_state;
    end
endmodule
`timescale 1ns / 1ps
module hexto7segment(x, r);
    input [3:0] x;
    output reg [6:0] r;
    always @(*) begin
        case (x) 
            4'b0000: r = 7'b0000001;
            4'b0001: r = 7'b1001111;
            4'b0010: r = 7'b0010010;
            4'b0011: r = 7'b0000110;
            4'b0100: r = 7'b1001100;
            4'b0101: r = 7'b0100100;
            4'b0110: r = 7'b0100000;
            4'b0111: r = 7'b0001111;
            4'b1000: r = 7'b0000000;
            4'b1001: r = 7'b0000100;
            4'b1010: r = 7'b0000010;
            4'b1011 : r = 7'b1100000;
            4'b1100 : r = 7'b0110001;
            4'b1101 : r = 7'b1000010;
            4'b1110 : r = 7'b0110000;
            4'b1111 : r = 7'b1111111;
        endcase
    end
endmodule
`timescale 1ns / 1ps
module onesec_clk(fastclk, slowclk);
    input fastclk;  
    output reg slowclk;  
    reg[31:0] counter;
    initial begin
        counter = 0;
        slowclk = 0;
    end
    always @(posedge fastclk)
    begin
    if(counter == 50000000) 
    begin
              counter <= 1;
              slowclk <= ~slowclk;
        end
    else 
    begin
              counter <= counter + 1;
        end
    end
endmodule
`timescale 1ns / 1ps
module show_clk(fastclk, slowclk);
    input fastclk;  
    output reg slowclk;  
    reg[31:0] counter;
    initial begin
        counter = 0;
        slowclk = 0;
    end
    always @(posedge fastclk)
    begin
    if(counter == 2500000) 
    begin
              counter <= 1;
              slowclk <= ~slowclk;
        end
    else 
    begin
              counter <= counter + 1;
        end
    end
endmodule
`timescale 1ns / 1ps
module synch_input(
                    input clk,
                    input sync_button,
                    output reg one_pulse
                    );
    reg [2:0] current_state;
    reg [2:0] state_next;
initial
    begin
        current_state  <= 0;
        state_next <= 0;
    end
always @(*) 
begin
    begin
    case(current_state)
    0:begin
        if(sync_button == 1'b1) 
        begin
            one_pulse = 1;
            state_next = 1;
        end
        else 
        begin
            one_pulse = 0;
            state_next = 0;
        end
    end
    1:begin
        if(sync_button == 1'b0) 
            begin
                one_pulse = 0;
                state_next = 0;
            end
        else 
            begin
                one_pulse = 0;
                state_next = 1;
            end
        end
    default : begin
    end
    endcase
    end
end 
always @ (posedge clk) 
    begin
        current_state <= state_next;
    end
endmodule
`timescale 1ns / 1ps
module twosec_clk(fastclk, slowclk);
    input fastclk;  
    output reg slowclk;  
    reg[31:0] counter;
    initial begin
        counter = 0;
        slowclk = 0;
    end
    always @ (posedge fastclk)
    begin
    if(counter == 25000000) 
    begin
              counter <= 1;
              slowclk <= ~slowclk;
        end
    else 
    begin
              counter <= counter + 1;
        end
    end
endmodule

==> flow_metrics.env <==
# yosys + openroad results
export IMPL_grt_usage=0.305
export IMPL_finalWirelength_um=63500
export IMPL_grt_pass1_wl_um=104000
export IMPL_slowest_delay_ns=0.77
export IMPL_rsz0062_at_grt="false"
export IMPL_cts_tree="built"
export IMPL_cts_buffers=17
export IMPL_ys_warn_count=10
export IMPL_worstPathRequired_ns=18.40
export IMPL_reg2regPathDepth=18
export IMPL_slew_headroom=0.349
export IMPL_status="finished, final reports clean"
export IMPL_fin_crit_sh=0.876
export IMPL_clock_root_buffer="clkbuf_16"
export IMPL_wl_per_cell_um=18.4
export IMPL_hold_path_cell_count=0
export IMPL_grt_max_degree=43
export IMPL_async_flop_share=0
export IMPL_ios=20
export IMPL_path_common_cell="nor2_1"
export IMPL_place_ws_ns=3.69
export IMPL_fin_tns_setup_ns=0
export IMPL_areaGrowthSynthToFinish_pct=6.28
export IMPL_reg2reg_from="c11.count[7]"
export IMPL_cts_resized=0
export IMPL_htree_levels=4
export IMPL_min_from="c2.slowclk"
export IMPL_startpoint="c11.count[3]"
export IMPL_yosys_top_cells_area="dfxtp_1 12%, xnor2_1 7.5%, nor2_1 5.7%"
export IMPL_ff_type="dfxtp_1"
export IMPL_clock_latency_late_pin_ns=0.45
export IMPL_worst_slew_pin_slew_ns=0.952
export IMPL_ant_nets=0
export IMPL_layout_drive_gt1_share=0.0759
export IMPL_first_iter_violations=1863
export IMPL_fin_skew_ns=0.0153
export IMPL_path_max_fanout=17
export IMPL_first_pass_iters=5
export IMPL_fin_crit_ns=20.14
export IMPL_cts_clk_slew_worst_paths_ns=0.07
export IMPL_grt_pass1_vias=19698
export IMPL_start_kind="register"
export IMPL_cp_slowest_cell="nor2_1"
export IMPL_ctsHoldBuffers=0
export IMPL_die_y_um=206
export IMPL_syn_area_sq_um=20800
export IMPL_antenna_cells=0
export IMPL_dp_hpwl_um=48200
export IMPL_ys_ff=148
export IMPL_fin_ws_ns=2.86
export IMPL_post_cts_buffers=0
export IMPL_avgSynthCellArea_sq_um=7.06
export IMPL_drc=0
export IMPL_untimed_endpoints=20
export IMPL_grt_ovfl_total=0
export IMPL_cts_max_path_buffers=2
export IMPL_min_path_type="reg -> reg"
export IMPL_rows=74
export IMPL_io_buffers=17
export IMPL_critPathKind="reg -> out"
export IMPL_chip_area_sq_um=42400
export IMPL_drv_slew=0
export IMPL_fp_util=0.508
export IMPL_viasPerCell=6.40
export IMPL_finalSetupViolations=0
export IMPL_ys_seq_frac=0.152
export IMPL_design_area_sq_um=22100
export IMPL_num_vias=22048
export IMPL_synth_top_area_share=0.124
export IMPL_antenna_found_initial=1
export IMPL_crit_arrival_ns=15.54
export IMPL_synthCells=2945
export IMPL_place_area_sq_um=21500
export IMPL_maxCapViolations=0
export IMPL_ys_cells=2945
export IMPL_core_area_sq_um=40900
export IMPL_largest_area_cell="dfxtp_1"
export IMPL_max_freq_mhz=49.7
export IMPL_die_width_um=206
export IMPL_warnings=81
export IMPL_unclocked_pins=12
export IMPL_ys_chip_area_sq_um=20800
export IMPL_gp_congestion=1.01
export IMPL_yosysUniqueCellTypes=126
export IMPL_timing_hold_ws_ns=0.403
export IMPL_final_hold_viol_count=0
export IMPL_edf_count=19
export IMPL_critPathCaptureType="primary output"
cells in the final DEF (no fill, tap or decap), types with 81 or more instances in the layout:
cell / instances
nor2_1: 316
nand2_1: 291
xnor2_1: 177
o21ai_0: 168
a21oi_1: 152
nand3_1: 145
dfxtp_1: 129
nor3_1: 108
ha_1: 83
xor2_1: 81
through the flow:
| stage | instances | utilization |
|---|---|---|
| finish | 3445 | 0.540 |
| global route | 3445 | 0.540 |
| CTS | 3445 | 0.540 |
| detailed placement | 3413 | 0.525 |
| global placement | 3413 | 0.525 |
| floorplan | 2945 | - |
cells by family (layout without fill, tap and decap cells):
family,count (synthesis),count (layout),synth area share
AND-OR/OR-AND,896,896,0.302
other,1,1,0.000180
buffers and inverters,224,192,0.0436
XOR/XNOR,259,259,0.109
multiplexers,61,61,0.0318
flip-flops,148,148,0.152
adder cells (fa/ha/maj),87,87,0.0519
AND/OR/NAND/NOR,1269,1269,0.309
final cells by class:
| cell class | count | area [sq um] |
|---|---|---|
| clock buffer | 17 | 425 |
| clock inverter | 15 | 170 |
| fill | 3951 | 18800 |
| inverter | 85 | 319 |
| multi-input combinational | 2573 | 16800 |
| sequential | 148 | 3150 |
| tap | 532 | 666 |
| timing repair buffer | 75 | 606 |
sequential cells by signal, indices dropped and copies added, names as in the netlist, 2 cells and up:
signal / cells
c1.counter: 32
c11.count: 16
c11.module_type: 2
c16.COUNT: 16
c17.state: 2
c18.counter: 32
c2.counter: 32
synthesized netlist by cell type, types with 33 or more instances:
cell type,number
nor4_1,33
nand4_1,46
nand2b_1,42
a31oi_1,48
a211oi_1,44
xnor2_1,177
o211ai_1,36
nor2_1,316
dfxtp_1,129
a21oi_1,152
ha_1,83
nand2_1,291
nor3_1,110
nand3_1,145
o21ai_0,168
xor2_1,81
o22ai_1,39
clkbuf_1,88
and3_1,57
mux2i_1,34
inv_1,77
o31ai_1,37
critical path, delay by kind of cell, from the launching register on:
kind	cells	cell delay [ns]
AOI/OAI and AO/OA	14	4.49
xor gates and xnor gates	1	0.10
adders and majority gates	2	0.62
buffers and inverters	4	1.21
DFF	1	0.35
muxes	1	0.30
and+or+nand+nor	18	8.03
per-layer routing:
metal / routed length [um] / GRT usage / share of wire / vias up
li1: - / - / - / 11015
met1: 30000 / 0.456 / 0.47 / 10274
met2: 28300 / 0.478 / 0.45 / 676
met3: 3660 / 0.0308 / 0.058 / 83
met4: 1510 / 0.0664 / 0.024 / 0
met5: 0 / 0 / 0 / -
worst paths after layout:
path	slack, ns	end
hold reg to reg	0.40	c20.current_state[0]
setup reg to reg	18.37	c11.count[8]
setup / recovery	2.86	sseg[6]
hold / removal	0.40	c20.current_state[0]
